==> ./design.v <==
module control_unit (
    input wire clk,
    input wire reset,
    input wire [5:0] opcode,       
    input wire Z, N, C, O,         
    output reg alu_enable,         
    output reg reg_write,          
    output reg mem_read,           
    output reg mem_write,          
    output reg pc_enable,          
    output reg branch_taken,       
    output reg [1:0] alu_src,      
    output reg [2:0] state         
);
    localparam FETCH   = 3'b000;
    localparam DECODE  = 3'b001;
    localparam EXECUTE = 3'b010;
    localparam BRANCH  = 3'b011;
    localparam HALT    = 3'b111;
    reg [2:0] next_state;
    always @(posedge clk or posedge reset) begin
        if (reset)
            state <= FETCH;
        else
            state <= next_state;
    end
    always @(*) begin
        alu_enable   = 0;
        reg_write    = 0;
        mem_read     = 0;
        mem_write    = 0;
        pc_enable    = 0;
        branch_taken = 0;
        alu_src      = 2'b00;
        next_state   = FETCH;
        case (state)
            FETCH: begin
                pc_enable  = 1;            
                next_state = DECODE;
            end
            DECODE: begin
                alu_enable = 1;
                next_state = EXECUTE;
            end
            EXECUTE: begin
                case (opcode)
                    6'b000000, 6'b000001, 6'b000010, 6'b000011,
                    6'b000100, 6'b000101, 6'b000110: begin
                        alu_enable = 1;
                        reg_write  = 1;
                        next_state = FETCH;
                    end
                    6'b000111, 6'b001000, 6'b001001, 6'b001010,
                    6'b001011, 6'b001100: begin
                        alu_enable = 1;
                        reg_write  = 1;
                        next_state = FETCH;
                    end
                    6'b001101: begin  
                        alu_enable = 1;
                        reg_write  = 1;
                        next_state = FETCH;
                    end
                    6'b001110, 6'b001111, 6'b010000, 6'b010001: begin
                        alu_enable = 1;
                        reg_write  = 1;
                        next_state = FETCH;
                    end
                    6'b010010: begin  
                        if (Z) branch_taken = 1;
                        next_state = BRANCH;
                    end
                    6'b010011: begin  
                        if (N) branch_taken = 1;
                        next_state = BRANCH;
                    end
                    6'b010100: begin  
                        if (C) branch_taken = 1;
                        next_state = BRANCH;
                    end
                    6'b010101: begin  
                        if (O) branch_taken = 1;
                        next_state = BRANCH;
                    end
                    6'b010110: begin  
                        branch_taken = 1;
                        next_state = BRANCH;
                    end
                    6'b010111: begin  
                        branch_taken = 1;
                        next_state = BRANCH;
                    end
                    6'b011000: begin  
                        branch_taken = 1;
                        next_state = BRANCH;
                    end
                    default: begin
                        next_state = FETCH;
                    end
                endcase
            end
            BRANCH: begin
                if (branch_taken)
                    pc_enable = 1;
                next_state = FETCH;
            end
            HALT: begin
                alu_enable = 0;
                reg_write  = 0;
                pc_enable  = 0;
                next_state = HALT;
            end
        endcase
    end
endmodule
==> ./run.sh <==
#!/bin/bash
# OpenROAD 26Q1-2900-gdf79404cd8, Yosys 0.63+post, stock flow scripts
make -C /OpenROAD-flow-scripts/flow DESIGN_CONFIG=/design/flow/config.mk WORK_HOME=/design/flow/orfs finish
==> ./config.mk <==
export PLATFORM = sky130hd
export DESIGN_NAME = control_unit
export DESIGN_NICKNAME = control_unit
export VERILOG_FILES = /design/flow/design.v
export SDC_FILE = /design/flow/constraint.sdc
export NUM_CORES = 4
export LEC_CHECK = 1
export CORE_AREA = 10 10 70 70
export DIE_AREA = 0 0 80 80
==> ./constraint.sdc <==
current_design control_unit

set clk_period 2.7
set clk_io_pct 0.2

create_clock -name clk0 -period $clk_period [get_ports {clk}]

set non_clock_inputs [all_inputs -no_clocks]
set_input_delay [expr $clk_period * $clk_io_pct] -clock clk0 $non_clock_inputs
set_output_delay [expr $clk_period * $clk_io_pct] -clock clk0 [all_outputs]
==> qor.csv <==
metric;value;unit
status;completed;
ys cells;37;
RSZ-0062 raised after global routing;no;
setup TNS;0;ps
fin crit share;0.9691;
crit path kind;in2out;
CTS tree;yes;
Yosys Chip Area;290.3;sq um
hold slack;472.8;ps
Req. time, crit path;2160;ps
Post-CTS Setup Inserts;0;
DR pass1 iterations;4;
Syn Inst Count;37;
Syn Area/Cell;7.845;sq um
worst endpoint data arrival time;2080;ps
routed len/inst;9.402;microns
port buffer count;18;
vias;342;
layout cells sized above 1;0.1148;
CP startpoint kind;primary input;
CORE AREA;0.003416;sq mm
CTS H-tree lvls;1;
GRT Overall Usage;0.03011;
Iter 0 DRT Violations;4;
root buffer cell;clkbuf_4;
cts bufs inserted;3;
Power Internal;219.7;uW
Power Density;570.3;mW/mm^2
Via density;3.196;
ys flops;3;
die x size;80;microns
endpoint class of the critical path;output port;
Crit Path Max Fanout;2;
Max Clock Freq;382.2;MHz
routed wire length;1.006;mm
clock sink count;3;
largest net degree at the start of global routing;8;
Net Sw Frac;0.3049;
clock-pin slew on the worst setup and hold paths;40;ps
post-synthesis cell area;290.3;sq um
sequential element share of the synthesized area;0.2586;
Die Area;0.006400;sq mm
max-slew violation count;0;
DRC Markers;0;
Clock Path Buffers;2;
most frequent cells in the layout;15 x clkdlybuf4s50_1, 4 x nor2_1, 4 x conb_1;
peak supply drop;0.0001728;V
Rows;21;
clock share of power;0.260;
number of OpenROAD warnings;25;
first-pass GRT wire length;1.518;mm
Hold-fix buffers, CTS;0;
GR Overflow Total;0;
largest register by flop count;state;
P_leak;0.2197;nW
Late-Pin Clk Latency;240;ps
n_diodes;0;
Top Registers;state x3;
minimum clock period;2616;ps
IO Pins;23;
Routability Congestion;0.6763;
post-CTS sizing;3;
NetSw;96.37;uW
Hold Fails Final Rpt;0;
initial antenna violation count;0;
P&R area growth vs syn;90.95;%
YS warnings;1;
post-synthesis cell type count;21;
Die Y;80;microns
Worst Skew;0.7090;ps
vias in the first global route;339;
sequential cell fraction of total power;0.264;
max reg flops;3;
fp util;0.08498;
worst hold path type;in2async;
post-route ant nets;0;
combinational power share;0.476;
setup violators final;0;
most numerous logic cell after layout;clkdlybuf4s50_1;
Max Cap Viol;0;
==> layout make-up <==
class	count	area [sq um]
Clock buffer	4	26.28
Fill cell	402	2861
Tap cell	46	57.56
Timing Repair Buffer	21	198.9
Inverter	1	3.754
Multi-Input combinational cell	32	192.7
Sequential cell	3	75.07
==> cells in the mapped netlist, drive strengths merged <==
cell type / number / area (sq um)
buf: 4 / 30.03
nor2: 4 / 15.01
dfrtp: 3 / 75.07
nand3b: 3 / 22.52
a21oi: 2 / 10.01
and3: 2 / 12.51
mux2: 2 / 22.52
nand2b: 2 / 12.51
nand3: 2 / 10.01
o21ai: 2 / 10.01
or3b: 2 / 17.52
a21o: 1 / 7.510
a31oi: 1 / 6.260
conb: 1 / 3.750
inv: 1 / 3.750
nand2: 1 / 3.750
nor2b: 1 / 6.260
nor3: 1 / 5.000
o31ai: 1 / 7.510
xnor2: 1 / 8.760
==> routing by layer <==
| metal | GRT usage | part of all wire | up-vias |
|---|---|---|---|
| met3 | 0.03068 | 0.21 | 0 |
| met4 | 0.001761 | 0 | 0 |
| met5 | 0 | 0 | - |
| li1 | - | - | 171 |
| met2 | 0.03531 | 0.33 | 22 |
| met1 | 0.03856 | 0.46 | 149 |
==> final timing paths <==
path                                 endpoint  slack [ps]  cells past startpoint                from
max                              branch_taken          80                      5           opcode[0]
min                        state[2]$_DFF_PP0_         470                      2               reset
max reg2reg                state[1]$_DFF_PP0_        1670                      3  state[1]$_DFF_PP0_
min reg2reg                state[1]$_DFF_PP0_         610                      2  state[0]$_DFF_PP0_
max in group asynchronous  state[1]$_DFF_PP0_        2090                      2               reset
min in group clk0          state[1]$_DFF_PP0_         610                      2  state[0]$_DFF_PP0_
==> per-stage QoR <==
stage	instance area [sq um]	std cells	utilization	setup slack (ps)	total power [mW]
floorplan	301.5	40	-	1040	0.1336
global placement	531.8	103	0.1557	-3.068	0.2338
detailed placement	531.8	103	0.1557	0.3599	0.2380
CTS	554.3	107	0.1623	69.02	0.3216
global route	554.3	107	0.1623	5.875	0.3464
finish	554.3	107	0.1623	83.54	0.3161
==> worst max-delay path: stages <==
cell and delay (ps):
clkdlybuf4s50_1 470, a21oi_1 60, or3b_1 340, a31oi_1 170, clkdlybuf4s50_1 490
==> logic make-up (layout without fill, tap and decap cells) <==
logic type,after synthesis,after routing,synth area share
DFF,3,3,0.2586
AOI/OAI and AO/OA,7,7,0.1423
other,1,4,0.01292
xor gates and xnor gates,1,1,0.03018
buffers and inverters,5,26,0.1164
and+or+nand+nor,18,18,0.3620
muxes,2,2,0.07758
==> power groups by stage <==
| stage | sequential, mW | clock, mW | combinational (mW) |
|---|---|---|---|
| final | 0.0835 | 0.0822 | 0.150 |
| after global routing | 0.0859 | 0.0905 | 0.170 |
| after CTS | 0.0831 | 0.0848 | 0.154 |
Power and IR drop assume default switching activity.
